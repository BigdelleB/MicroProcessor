==> /design/flow/design.v <==
module lab5iram1A(CLK, RESET, ADDR, Q);
  input         CLK;
  input         RESET;
  input  [7:0]  ADDR;
  output [15:0] Q;
  reg    [15:0] mem[0:127];  
  wire   [6:0]  saddr;
  integer       i;
  assign saddr = ADDR[7:1];
  assign Q = mem[saddr];
  always @(posedge CLK) begin
    if(RESET) begin
      mem[0]   <= 16'b1111000000000001;    
      mem[1]   <= 16'b0101000101111111;    
      mem[2]   <= 16'b0010101001111001;    
      mem[3]   <= 16'b0010101010111010;    
      mem[4]   <= 16'b1111000001011001;    
      mem[5]   <= 16'b0101011011111111;    
      mem[6]   <= 16'b1111000010100001;    
      mem[7]   <= 16'b0101100100111111;    
      mem[8]   <= 16'b0000000000000000;    
      mem[9]   <= 16'b1111001100101101;    
      mem[10]  <= 16'b1111011010110101;    
      mem[11]  <= 16'b1111101110111110;    
      mem[12]  <= 16'b0101000101000100;    
      mem[13]  <= 16'b0100101111110110;    
      mem[14]  <= 16'b0110111101000001;    
      mem[15]  <= 16'b1111000101110000;    
      mem[16]  <= 16'b1111111000111011;    
      mem[17]  <= 16'b0110111101000001;    
      mem[18]  <= 16'b1111110101110000;    
      mem[19]  <= 16'b1111111000111011;    
      mem[20]  <= 16'b0110111101000001;    
      mem[21]  <= 16'b1111110101110000;    
      mem[22]  <= 16'b1111111000111011;    
      mem[23]  <= 16'b0110111101000001;    
      mem[24]  <= 16'b1111110101110000;    
      mem[25]  <= 16'b1111111000111011;    
      mem[26]  <= 16'b0110111101000001;    
      mem[27]  <= 16'b1111110101110000;    
      mem[28]  <= 16'b1111111000111011;    
      mem[29]  <= 16'b0110111101000001;    
      mem[30]  <= 16'b1111110101110000;    
      mem[31]  <= 16'b1111111000111011;    
      mem[32]  <= 16'b0110111101000001;    
      mem[33]  <= 16'b1111110101110000;    
      mem[34]  <= 16'b1111111000111011;    
      mem[35]  <= 16'b0110111101000001;    
      mem[36]  <= 16'b1111110101110000;    
      mem[37]  <= 16'b0100000110111111;    
      mem[38]  <= 16'b0101000101111000;    
      mem[39]  <= 16'b0101000001001000;    
      mem[40]  <= 16'b1111001110100001;    
      mem[41]  <= 16'b0100101100000110;    
      for(i = 42; i < 128; i = i + 1) begin
        mem[i] <= 16'b0000000000000000;
      end
    end
  end
endmodule
==> /design/flow/run.sh <==
#!/bin/bash
# OpenROAD 26Q1-2900-gdf79404cd8, Yosys 0.63+post, stock flow scripts
make -C /OpenROAD-flow-scripts/flow DESIGN_CONFIG=/design/flow/config.mk WORK_HOME=/design/flow/orfs finish
==> /design/flow/config.mk <==
export PLATFORM = sky130hd
export DESIGN_NAME = lab5iram1A
export DESIGN_NICKNAME = lab5iram1A
export VERILOG_FILES = /design/flow/design.v
export SDC_FILE = /design/flow/constraint.sdc
export NUM_CORES = 4
export LEC_CHECK = 1
export CORE_AREA = 10 10 72 72
export DIE_AREA = 0 0 82 82
==> /design/flow/constraint.sdc <==
current_design lab5iram1A

set clk_period 5.0
set clk_io_pct 0.2

create_clock -name clk0 -period $clk_period [get_ports {CLK}]

set non_clock_inputs [all_inputs -no_clocks]
set_input_delay [expr $clk_period * $clk_io_pct] -clock clk0 $non_clock_inputs
set_output_delay [expr $clk_period * $clk_io_pct] -clock clk0 [all_outputs]
==> results.cfg <==
; implementation run metrics
[worst_setup_path]
crit_path_frequent_cell = clkdlybuf4s50_1
crit_path_start_kind = primary input
crit_required_ns = 4.00
crit_slowest_cell = clkdlybuf4s50_1
cp.arrival_ns = 3.56
path_cells = clkdlybuf4s50_1 > and4b_1 > o21ai_0 > a32oi_1 > nor3_1 > o311ai_0 > clkdlybuf4s50_1
end_kind = primary output
path_class = primary input to primary output
crit_fanout = 15
max_stage_delay_ns = 0.81

[synth]
netlist_instances = 164
syn_avg_cell_area_um2 = 5.99
yosysWarningCount = 2
yosysCellCount = 164
yosysChipArea_um2 = 982
synth.distinct_cells = 46
synthSimpleGateAreaFrac = 0.349
synth_top_cell_by_area = a21oi_1
yosys-top-cells-count = 19 x a21oi_1, 19 x o21ai_0, 16 x nor2_1
mappedNetlistArea_um2 = 982
topCellsByArea = a21oi_1 9.7%, o21ai_0 9.7%, nor2_1 6.1%
top_cell_area_share = 0.0968
xor_share = 0.0446
adder_share = 0
ys_seq_share = 0
logic_family = AND-OR/OR-AND gates
compound_area_frac = 0.446
ys_sh_mux = 0.0420

[grt]
track_usage = 0.0948
grt_pass1_vias = 1091
grt_first_pass_wirelength_mm = 5.36
antenna_found_initial = 0
grt_max_degree = 33
grt-ovfl-total = 0

[timing]
period_minus_slack_ns = 4.56
drv_slew = 0
setup_viol = 0
hold_violations = 0
tns_ns = 0
rsz0062_at_grt = no
slew_headroom = 0.642
worstMarginPinSlew_ns = 0.532
whs_ns = 3.21
timing.fmax_mhz = 219
fin_crit_sh = 0.911

[floorplan]
fp_util = 0.266
std_cell_rows = 22
die_h_um = 82
die_w_um = 82
coreArea_mm2 = 0.00369
ios = 26
dieArea_mm2 = 0.00672

[drt]
vias_per_cell = 5.60
first_iter_violations = 91
drtPass1Iterations = 5
postRouteWirelength_mm = 3.29
drc_errors = 0
antenna_left = 0
diodes = 0
vias = 1276
wl_per_cell_um = 14.4

[final_layout]
fillers = 409
design_area_mm2 = 0.00126
drive_gt1_frac = 0.100
seqCellArea_um2 = 0
clock_buffers = 0
flops = 0
area_growth_pct = 28.4

[job]
warning_count = 30
cap_viol_max_count = 0

[placed_design]
dpl-instance-area_mm2 = 0.00126
portBuffers = 23
hpwl_mm = 2.48
routabilityCongestion = 0.950

[clock_network]
cts_hold_buf = 0
cts_resized = 0
cts_setup_buffers = 0

[worst_hold_path]
min-delay-path-class = primary input to primary output

[pwr]
leakage_uw = 0.000439
power.density_mw_per_mm2 = 92.2
max-vdd-ir-drop_uv = 27.8
finalPower_uw = 116

[status]
status = completed
-- placed cells by master (no fill, tap or decap), types with 2 or more instances in the layout --
| cell | synthesis | routed |
|---|---|---|
| nor3b_1 | 3 | 3 |
| mux2i_1 | 3 | 3 |
| clkdlybuf4s50_1 | 0 | 23 |
| a211oi_1 | 3 | 3 |
| xor2_1 | 3 | 3 |
| a21oi_1 | 19 | 19 |
| or3_1 | 2 | 2 |
| inv_1 | 3 | 3 |
| a22oi_1 | 3 | 3 |
| buf_4 | 3 | 12 |
| and2_1 | 2 | 2 |
| a221oi_1 | 3 | 3 |
| nand3_1 | 4 | 4 |
| o211ai_1 | 4 | 4 |
| nand2b_1 | 2 | 2 |
| a22o_1 | 2 | 2 |
| and4b_1 | 2 | 2 |
| or2_2 | 2 | 2 |
| nor3_1 | 4 | 4 |
| nor2b_1 | 8 | 8 |
| nor4b_1 | 2 | 2 |
| xnor2_1 | 2 | 2 |
| nand2_1 | 13 | 13 |
| o21ai_0 | 19 | 19 |
| nor2_1 | 16 | 16 |
| a31oi_1 | 4 | 4 |
-- where the power goes --
part	internal [µW]	total (µW)	switching [µW]
sequential	0	0	0
combinational	58.5	116	57.7
clock	0	0	0
total	58.5	116	57.7
-- worst paths after layout --
check,startpoint,to,depth (start not counted)
worst max-delay path,ADDR[6],Q[10],7
worst min-delay path,ADDR[4],Q[2],5
-- logic make-up after synthesis --
family	after synthesis
buffers and inverters	23
AND/OR/NAND/NOR	64
AND-OR/OR-AND	68
multiplexers	4
XOR/XNOR	5
-- area by class of cell --
cell class                      count  area (µm²)  area share
Inverter                            4        15.0      0.0119
Multi-Input combinational cell    141         866       0.687
Tap cell                           48        60.1      0.0476
Timing Repair Buffer               35         320       0.254
-- routing by layer --
metal,global-route usage,vias up,part of all wire
met1,0.134,569,0.45
met5,0,-,0
li1,-,646,-
met4,0.00510,0,0.0082
met3,0.00661,4,0.073
met2,0.161,57,0.46
-- stage by stage --
stage,cells,worst slack [ns],util
final,228,0.444,0.342
after global routing,228,0.223,0.342
after CTS,228,0.501,0.342
after detailed placement,228,0.492,0.342
after global placement,228,0.449,0.342
after floorplan,164,1.79,-
-- critical path, delay by kind of cell --
| family | cells | cell delay, ns |
|---|---|---|
| AND/OR/NAND/NOR | 2 | 0.71 |
| buffers and inverters | 2 | 1.28 |
| AND-OR/OR-AND | 3 | 0.57 |
Power is estimated from default activity; no workload was simulated.
