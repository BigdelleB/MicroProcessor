==> /design/flow/config.mk <==
export PLATFORM = sky130hd
export DESIGN_NAME = lab5iram
export DESIGN_NICKNAME = lab5iram
export VERILOG_FILES = /design/flow/design.v
export SDC_FILE = /design/flow/constraint.sdc
export NUM_CORES = 4
export LEC_CHECK = 1
export CORE_AREA = 10 10 70 70
export DIE_AREA = 0 0 80 80
==> /design/flow/constraint.sdc <==
current_design lab5iram

set clk_period 3.7
set clk_io_pct 0.2

create_clock -name clk0 -period $clk_period [get_ports {CLK}]

set non_clock_inputs [all_inputs -no_clocks]
set_input_delay [expr $clk_period * $clk_io_pct] -clock clk0 $non_clock_inputs
set_output_delay [expr $clk_period * $clk_io_pct] -clock clk0 [all_outputs]
==> /design/flow/design.v <==
module lab5iram(CLK, RESET, ADDR, Q);
  input         CLK;
  input         RESET;
  input  [7:0]  ADDR;
  output [15:0] Q;
  reg    [15:0] mem[0:127];  
  wire   [6:0]  saddr;
  integer       i;
  assign saddr = ADDR[7:1];
  assign Q = mem[saddr];
  always @(posedge CLK) begin
    if(RESET) begin
      mem[0]   <= 16'b1111010010010001;    
      mem[1]   <= 16'b1111001001001001;    
      mem[2]   <= 16'b0101010010111111;    
      mem[3]   <= 16'b1111010010010000;    
      mem[4]   <= 16'b0101010010111111;    
      mem[5]   <= 16'b0101010010111111;    
      mem[6]   <= 16'b1111010001010001;    
      mem[7]   <= 16'b0101010010000011;    
      mem[8]   <= 16'b0100010001000000;    
      mem[9]   <= 16'b0101001001000001;    
      mem[10]  <= 16'b0100010001000000;    
      mem[11]  <= 16'b0101001001000001;    
      mem[12]  <= 16'b0100010001000000;    
      mem[13]  <= 16'b0101001001000001;    
      mem[14]  <= 16'b0100010001000000;    
      mem[15]  <= 16'b0101001001000001;    
      mem[16]  <= 16'b0100010001000000;    
      mem[17]  <= 16'b0101001001000001;    
      mem[18]  <= 16'b0100010001000000;    
      for(i = 19; i < 128; i = i + 1) begin
        mem[i] <= 16'b0000000000000000;
      end
    end
  end
endmodule
==> /design/flow/run.sh <==
#!/bin/bash
# OpenROAD 26Q1-2900-gdf79404cd8, Yosys 0.63+post, stock flow scripts
make -C /OpenROAD-flow-scripts/flow DESIGN_CONFIG=/design/flow/config.mk WORK_HOME=/design/flow/orfs finish
==> impl_metrics.tcl <==
# yosys + openroad results
set metrics [dict create \
    setup-violations-final 0 \
    vias 343 \
    dr.pass1.iters 4 \
    grt_max_degree 13 \
    rows 21 \
    numPortBuffers 21 \
    cp-end-kind "output port" \
    n_antenna_cell 0 \
    yosys_cells 45 \
    critPathMaxStageDelay_ps 580 \
    p_per_area_nw_per_um2 75.4 \
    final_common_cell "clkdlybuf4s50_1" \
    critPathKind "input pin to output port" \
    cp_slowest_cell "clkdlybuf4s50_1" \
    cts_resized 0 \
    warning_count 30 \
    ant_nets 0 \
    antenna_found_initial 0 \
    final_cell_mix "clkdlybuf4s50_1 (21), nor2_1 (8), a21oi_1 (4), a31oi_1 (3), o21ai_0 (3)" \
    busiest_layer "met2" \
    hpwl_um 875 \
    critPathMaxFanout 11 \
    dpl_worst_slack_ps 362 \
    yosys.area.top_type "buf_4" \
    ys_seq_share 0 \
    syn_inst 45 \
    p_comb_frac 1.000 \
    ios 26 \
    cp_cell_sequence "clkdlybuf4s50_1 > or4_1 > a31oi_1 > clkdlybuf4s50_1" \
    drc_errors 0 \
    die_w_um 80 \
    via_per_inst 3.21 \
    fin_ws_ps 375 \
    drt_iter0_drc 41 \
    area_growth_pct 84.5 \
    core_area_um2 3420 \
    hp-class "input pin to output port" \
    nFillCells 385 \
    crit_arrival_ps 2580 \
    routabilityCongestion 0.813 \
    cp_common_cell "clkdlybuf4s50_1" \
    fp_util 0.0802 \
    ys_area_um2 274 \
    yosys_warnings 2 \
    drive_gt1_frac 0.0984 \
    grt_use_met2 0.0457 \
    instances_no_fill 107 \
    postCtsSetupBuffers 0 \
    p_sw_frac 0.417 \
    grt_usage 0.0268 \
    avgSynthCellArea_um2 6.09 \
    max_cap_viol_count 0 \
    routed_wl_mm 1.02 \
    synth_top_area_share 0.137 \
    met3_usage 0.0125 \
    seq_area_um2 0 \
    pwr-share-clk 0 \
    nClkBuffers 0 \
    hold_buffers 0 \
    die_y_um 80 \
    status "finished clean" \
    internal-power_mw 0.0222 \
    first_global_vias 298 \
    area_leaders "buf_4 (14%), nor2_1 (11%), a21oi_1 (7.3%), a31oi_1 (6.8%), and2b_2 (6.4%)" \
    hold_viol_final 0 \
    grtUsageMet1 0.0316 \
    leakage_nw 0.183 \
    drv_slew 0 \
    die_area_um2 6400 \
    wire_per_inst_um 9.50 \
    seq_cells 0 \
    gr-total-overflow 0 \
    synth_area_um2 274 \
    startpoint_type "input pin" \
    rsz0062_at_grt "false" \
    switchingPower_mw 0.0159 \
    post-route-period-util 0.899 \
    finalSetupTns_ps 0 \
    fmax_ghz 0.301 \
    ys_types 23 \
    required_ps 2960 \
    placedCellCount 107 \
    grt_pass1_wl_mm 1.44 \
    period_needed_ps 3320 \
    peakVddDrop_v 0.0000105 \
    pwr-share-seq 0 \
]
==> Yosys cell counts <==
| master | count |
|---|---|
| a211o_1 | 1 |
| a21oi_1 | 4 |
| a221oi_1 | 1 |
| a31oi_1 | 3 |
| and2b_1 | 1 |
| and2b_2 | 2 |
| buf_2 | 2 |
| buf_4 | 5 |
| conb_1 | 1 |
| inv_2 | 1 |
| mux2i_1 | 1 |
| nand2_1 | 2 |
| nand2b_1 | 1 |
| nor2_1 | 8 |
| nor2b_1 | 1 |
| nor3_1 | 1 |
| o211a_1 | 1 |
| o21ai_0 | 3 |
| or2_2 | 1 |
| or3_2 | 1 |
| or4_1 | 1 |
| xnor2_1 | 1 |
| xor2_1 | 2 |
==> logic make-up after synthesis <==
group	Yosys count	share of synthesized area
XOR/XNOR	3	0.0959
multiplexers	1	0.0365
AND-OR/OR-AND	13	0.297
other	1	0.0137
AND/OR/NAND/NOR	19	0.370
buffers and inverters	8	0.187
==> critical path, delay by kind of cell <==
family          cells  cell delay, ps
compound gates      1             190
simple gates        1             580
buf+inv             2            1080
==> through the flow <==
stage          hold slack (ps)  power [mW]   util  instance area [um^2]
3_5_place_dp              2510      0.0385  0.148                   505
6_report                  2510      0.0381  0.148                   505
5_1_grt                   2540      0.0421  0.148                   505
4_1_cts                   2520      0.0387  0.148                   505
3_3_place_gp              2510      0.0381  0.148                   505
2_1_floorplan             1500      0.0201      -                   278
==> final timing paths <==
check	from	to	slack, ps	cells after the start
setup / recovery	ADDR[1]	Q[6]	380	4
hold / removal	ADDR[6]	Q[9]	2510	4
==> cell type report <==
cell class / instances / area, um^2 / share of cell area
timing repair buffer: 22 / 218 / 0.431
inverter: 1 / 3.75 / 0.00743
multi-input combinational: 38 / 226 / 0.448
tap: 46 / 57.6 / 0.114
==> power groups by stage <==
stage,Clock [mW],Combinational (mW),Sequential (mW)
CTS,0,0.0387,0
global route,0,0.0421,0
finish,0,0.0381,0
==> metal layers <==
metal / share of wire / vias to the layer above / wire [um]
met5: 0 / - / 0
met4: 0 / 0 / 0
met3: 0.16 / 0 / 165
met2: 0.46 / 17 / 472
met1: 0.37 / 144 / 378
li1: - / 182 / -
Power is estimated from default activity; no workload was simulated.
